File: design.v
`timescale 1 ns / 1 ps
`default_nettype none
module alu(
	input wire clk,
	input wire phi1,
	input wire phi2,
	input wire [66:0] exdec,
	input wire [31:0] exinstr,
	input wire [63:0] exr0,
	input wire [63:0] exr1,
	input wire [63:0] exlink,
	output reg [63:0] exalur,
	output reg exovfl,
	output reg exbcmp,
	input wire alugo,
	output reg alubusy,
	output wire [63:0] lo,
	output wire [63:0] hi
);
localparam
DECINVALID = 0,
DECREGRS = 1,
DECREGRT = 2,
DECREGFS = 3,
DECREGFT = 4,
DECZIMM = 5,
DECSIMM = 6,
DECALU = 7,  
DECSETRD = 12,
DECSETRT = 13,
DECMEMRD = 14,
DECMEMWR = 15,
DECSIGNED = 16,
DECSHIMM = 17,  
DECSHIMM32 = 18,
DECTARGR = 19,  
DECLOAD = 25,
DECSZ = 26,  
DECDWORD = 29,
DECLLSC = 30,
DECSTORE = 31,
DECCOND = 32,  
DECBRANCH = 36,
DECLIKELY = 37,
DECLINK = 38,
DECJUMP = 39,
DECJUMPREG = 40,
DECPANIC = 41,
DECWHY = 42,  
DECSYSCALL = 47,
DECBREAK = 48,
DECSETFD = 49,
DECSETFT = 50,
DECCACHE = 51,
DECDCACHE = 52,
DECCACHEOP = 53,  
DECERET = 56,
DECTLBR = 57,
DECTLBWI = 58,
DECTLBWR = 59,
DECTLBP = 60,
DECLONGALU = 61,
DECTRAP = 62,
DECCOP = 63,
DEC64 = 64,
DECMTC0 = 65,
DECMFC0 = 66,
ALUNOP = 0,
ALUADD = 1,
ALUSUB = 2,
ALUAND = 3,
ALUOR = 4,
ALUNOR = 5,
ALUXOR = 6,
ALUSLL = 7,
ALUSRL = 8,
ALUSRA = 9,
ALUMUL = 10,
ALUDIV = 11,
ALULUI = 12,
ALUADDIMM = 13,
ALUSLT = 14,
ALUMFLO = 15,
ALUMFHI = 16,
ALUMTLO = 17,
ALUMTHI = 18,
CONDAL = 0,
CONDEQ = 1,
CONDNE = 2,
CONDGE = 3,
CONDGT = 4,
CONDLE = 5,
CONDLT = 6,
CONDGET = 7,
CONDGEUT = 8,
CONDLTT = 9,
CONDLTUT = 10,
SZWORD = 0,
SZBYTE = 1,
SZHALF = 2,
SZLEFT = 3,
SZRIGHT = 4,
SZDWORD = 8,
SZDLEFT = 11,
SZDRIGHT = 12,
WHYINTR = 5'h0,
WHYTLBM = 5'h1,
WHYTLBL = 5'h2,
WHYTLBS = 5'h3,
WHYADEL = 5'h4,
WHYADES = 5'h5,
WHYIBE = 5'h6,
WHYDBE = 5'h7,
WHYSYSC = 5'h8,
WHYBRPT = 5'h9,
WHYRSVD = 5'h10,
WHYCPU = 5'h11,
WHYOVFL = 5'h12,
WHYTRAP = 5'h13,
WHYFPE = 5'h15,
WHYWAT = 5'h23,
WHYRST = 5'h31,
WHYNMI = 5'h30,
WHYIADE = 5'h29,
WHYITLB = 5'h28,
IE = 0,
EXL = 1,
ERL = 2,
KSU = 3,
UX = 5,
SX = 6,
KX = 7,
IM = 8,
SR = 20,
TS = 21,
BEV = 22,
RE = 25,
FR = 26,
RP = 27,
CU = 28,
KERN = 0,
SUPR = 1,
USER = 2,
IP = 8,
BD = 31,
K0 = 0,
BE = 15,
EP = 24
;
	reg [63:0] v;
	wire [5:0] n = {exdec[DECSHIMM32], exr0[4:0]};
	wire signed [31:0] s32 = exr1[31:0];
	wire signed [63:0] s64 = exr1;
	wire signed [63:0] s640 = exr0;	
	wire sx = exdec[DECSIGNED];
	always @(*) begin
		exovfl = 0;
		exalur = 64'bx;
		case(exdec[DECALU+4:DECALU])
		ALUNOP: exalur = exr0;
		ALUADD: begin
			exalur = exr0 + exr1;
			v = ~(exr0 ^ exr1) & (exr0 ^ exalur);
			exovfl = sx && (exdec[DECDWORD] ? v[63] : v[31]);
		end
		ALUSUB: begin
			exalur = exr0 - exr1;
			v = (exr0 ^ exr1) & (exr0 ^ exalur);
			exovfl = sx && (exdec[DECDWORD] ? v[63] : v[31]);
		end
		ALUAND: exalur = exr0 & exr1;
		ALUOR: exalur = exr0 | exr1;
		ALUNOR: exalur = ~(exr0 | exr1);
		ALUXOR: exalur = exr0 ^ exr1;
		ALUSLL: begin
			exalur = exr1 << n;
			if(!exdec[DECDWORD])
				exalur[63:32] = {32{exalur[31]}};
		end
		ALUSRL: begin
			if(exdec[DECDWORD])
				exalur = exr1 >> n;
			else
				exalur = {32'd0, exr1[31:0] >> n};
			if(!exdec[DECDWORD])
				exalur[63:32] = {32{exalur[31]}};
		end
		ALUSRA:
			if(exdec[DECDWORD])
				exalur = s64 >>> n;
			else
				exalur = {{32{s32[31]}}, s32 >>> n};
		ALULUI: exalur = {{32{exr1[15]}}, exr1[15:0], 16'd0};
		ALUADDIMM: exalur = {{48{exinstr[15]}}, exinstr[15:0]} + exr0;
		ALUSLT:
			if(sx)
				exalur = {63'd0, s640 < s64};
			else
				exalur = {63'd0, exr0 < exr1};
		ALUMFLO:
			exalur = lo;
		ALUMFHI:
			exalur = hi;
		endcase
		if(exdec[DECLINK])
			exalur = exlink;
	end
	always @(*) begin
		case(exdec[DECCOND+3:DECCOND])
		CONDAL: exbcmp = 1;
		CONDEQ: exbcmp = exr0 == exr1;
		CONDNE: exbcmp = exr0 != exr1;
		CONDGE: exbcmp = !exr0[63];
		CONDGT: exbcmp = !exr0[63] && exr0 != 0;
		CONDLT: exbcmp = exr0[63];
		CONDLE: exbcmp = exr0[63] || exr0 == 0;
		CONDGET: exbcmp = s640 >= s64;
		CONDGEUT: exbcmp = exr0 >= exr1;
		CONDLTT: exbcmp = s640 < s64;
		CONDLTUT: exbcmp = exr0 < exr1;
		default: exbcmp = 1'bx;
		endcase
	end
	reg signed [17:0] mula, mulb, mulc, muld;
	reg [7:0] src, src0;
	wire sx0 = sx && src[6] && (src[7] || !exdec[DECDWORD]);
	wire sx1 = sx && src[4] && (src[5] || !exdec[DECDWORD]);
	wire sx2 = sx && src[3:2] == 3;
	wire sx3 = sx && src[1:0] == 3;
	always @(*) begin
		mula[15:0] = exr0[src[7:6] * 16 +: 16];
		mulb[15:0] = exr1[src[5:4] * 16 +: 16];
		mulc[15:0] = exr0[src[3:2] * 16 +: 16];
		muld[15:0] = exr1[src[1:0] * 16 +: 16];
		mula[17:16] = {2{sx0 && mula[15]}};
		mulb[17:16] = {2{sx1 && mulb[15]}};
		mulc[17:16] = {2{sx2 && mulc[15]}};
		muld[17:16] = {2{sx3 && muld[15]}};
	end
	wire signed [35:0] mulr = mula * mulb;
	wire signed [35:0] muls = mulc * muld;
	reg [3:0] dst;
	reg lohifix, lohiclr, lohimul, lohidiv, lohiconv;
	reg [127:0] hilo, hilo_;
	reg [63:0] div, div_;
	reg d0sign, d1sign, d0sign_, d1sign_;
	reg [4:0] state, state_;
	localparam IDLE = 0;
	localparam MUL0 = 1;
	localparam MUL1 = 2;
	localparam MUL2 = 3;
	localparam MUL3 = 4;
	localparam DM0 = 5;
	localparam DM1 = 6;
	localparam DM2 = 7;
	localparam DM3 = 8;
	localparam DM4 = 9;
	localparam DM5 = 10;
	localparam DM6 = 11;
	localparam DIV0 = 12;
	localparam DIV1 = 13;
	localparam DIV2 = 14;
	localparam DIV3 = 15;
	localparam DIV4 = 16;
	reg [5:0] ctr, ctr_;
	always @(posedge clk)
		if(phi2) begin
			state <= state_;
			hilo <= hilo_;
			src0 <= src;
			ctr <= ctr_;
			div <= div_;
			d0sign <= d0sign_;
			d1sign <= d1sign_;
		end
	assign lo = hilo[63:0];
	assign hi = hilo[127:64];
	always @(*) begin
		hilo_ = hilo;
		div_ = div;
		d0sign_ = d0sign;
		d1sign_ = d1sign;
		if(lohimul) begin
			if(lohiclr)
				hilo_ = 0;
			if(lohifix)
				hilo_ = {{32{hilo[63]}}, hilo[63:32], {32{hilo[31]}}, hilo[31:0]};
			else begin
				hilo_ = hilo_ + ({{96{(sx0 || sx1) && mulr[31]}}, mulr[31:0]} << {{1'b0, src[7:6]} + {1'b0, src[5:4]}, 4'd0});
				if(exdec[DECDWORD])
					hilo_ = hilo_ + ({{96{(sx2 || sx3) && muls[31]}}, muls[31:0]} << {{1'b0, src[3:2]} + {1'b0, src[1:0]}, 4'd0});
			end
		end else if(lohidiv) begin
			case(state)
			IDLE: begin
				hilo_ = exdec[DECDWORD] ? {64'd0, exr0} : {64'd0, exr0[31:0], 32'd0};
				d1sign_ = exdec[DECSIGNED] && exr1[63];
				if(d1sign_)
					div_ = -exr1;
				else
					div_ = exr1;
			end
			DIV0: begin
				d0sign_ = exdec[DECSIGNED] && hilo[63];
				if(d0sign_)
					hilo_[63:0] = -hilo[63:0];
			end
			DIV1: begin
				if(hilo[127])
					hilo_ = {hilo_[126:0], 1'b0} + {div, 64'd0};
				else
					hilo_ = {hilo_[126:0], 1'b0} - {div, 64'd0};
				hilo_[0] = !hilo_[127];
			end
			DIV2: begin
				if(hilo[127])
					hilo_ = hilo + {div, 64'd0};
				if(!exdec[DECDWORD]) begin
					hilo_[127:96] = {32{hilo_[95]}};
					hilo_[63:32] = {32{hilo_[31]}};
				end
			end
			DIV3:
				if(d0sign ^ d1sign)
					hilo_[63:0] = -hilo[63:0];
			DIV4:
				if(d0sign)
					hilo_[127:64] = -hilo[127:64];
			endcase
		end else if(exdec[DECALU+4:DECALU] == ALUMTLO)
			hilo_[63:0] = exr0;
		else if(exdec[DECALU+4:DECALU] == ALUMTHI)
			hilo_[127:64] = exr0;
	end
	always @(*) begin
		state_ = state;
		alubusy = 1;
		src = 0;
		dst = 0;
		lohifix = 0;
		lohiclr = 0;
		lohidiv = 0;
		lohimul = 0;
		ctr_ = ctr;
		case(state)
		IDLE: begin
			alubusy = 0;
			if(alugo)
				case(exdec[DECALU+4:DECALU])
				ALUMUL: begin
					lohimul = 1;
					lohiclr = 1;
					if(exdec[DECDWORD]) begin
						src = 8'b00000001;
						state_ = DM0;
					end else begin
						src = 8'b00000000;
						state_ = MUL0;
					end
				end
				ALUDIV: begin
					lohidiv = 1;
					ctr_ = 0;
					state_ = DIV0;
				end
				endcase
		end
		MUL0: begin
			lohimul = 1;
			src = 8'b00010000;
			state_ = MUL1;
		end
		MUL1: begin
			lohimul = 1;
			src = 8'b01000000;
			state_ = MUL2;
		end
		MUL2: begin
			lohimul = 1;
			src = 8'b01010000;
			state_ = MUL3;
		end
		MUL3: begin
			lohimul = 1;
			lohifix = 1;
			state_ = IDLE;
			alubusy = 0;
		end
		DM0, DM1, DM2, DM3, DM4, DM5: begin
			lohimul = 1;
			src = src0 + 8'b00100010;
			state_ = state + 1;
		end
		DM6: begin
			lohimul = 1;
			src = src0 + 8'b00100010;
			state_ = IDLE;
			alubusy = 0;
		end
		DIV0, DIV2, DIV3: begin
			lohidiv = 1;
			state_ = state + 1;
		end
		DIV1: begin
			lohidiv = 1;
			ctr_ = ctr + 1;
			if(ctr == {exdec[DECDWORD], 5'd31})
				state_ = state + 1;
		end
		DIV4: begin
			lohidiv = 1;
			state_ = IDLE;
			alubusy = 0;
		end
		endcase
	end
	initial state = IDLE;
endmodule
File: run.sh
#!/bin/bash
# OpenROAD 26Q1-2900-gdf79404cd8, Yosys 0.63+post, stock flow scripts
make -C /OpenROAD-flow-scripts/flow DESIGN_CONFIG=/design/flow/config.mk WORK_HOME=/design/flow/orfs finish
File: config.mk
export PLATFORM = sky130hd
export DESIGN_NAME = alu
export DESIGN_NICKNAME = alu
export VERILOG_FILES = /design/flow/design.v
export SDC_FILE = /design/flow/constraint.sdc
export NUM_CORES = 4
export LEC_CHECK = 1
export CORE_UTILIZATION = 30
File: constraint.sdc
current_design alu

set clk_period 68.7
set clk_io_pct 0.2

create_clock -name clk0 -period $clk_period [get_ports {clk}]

set non_clock_inputs [all_inputs -no_clocks]
set_input_delay [expr $clk_period * $clk_io_pct] -clock clk0 $non_clock_inputs
set_output_delay [expr $clk_period * $clk_io_pct] -clock clk0 [all_outputs]
==> flow_summary.toml <==
# flow metrics
[die]
die_w_um = 560.0
die_h_um = 560.0
floorplanUtilization_pct = 30.20
core_area_um2 = 309400
rows = 204
chip_area_um2 = 313600
pin_count = 490

[cts]
cts.path.max_buffers = 3
cts.htree.levels = 1
cts_buffers = 28
postCtsHoldBufs = 0
cts_num_sinks = 213
root_buffer = "clkbuf_16"
post_cts_buffers = 0
ctsResizeCount = 0
insertion_delay_ns = 0.66
cts_tree = "built"
path_clk_slew_ns = 0.06

[synthesis]
top_cells_by_count = "a21oi_1 (1380), nand2_1 (1327), nor2_1 (1196), inv_1 (972), o21ai_0 (831)"
synth-edff-count = 213
top_cell = "a21oi_1"
area_leaders = "fa_1 (12%), ha_1 (11%), a21oi_1 (7.4%), edfxtp_1 (6.8%), nand2_1 (5.3%)"
yosys_area_um2 = 93410
ys_sh_mux_pct = 4.898
post-synth-top-area-fraction_pct = 12.28
yosysUniqueCellTypes = 113
yosys_most_used_dff = "edfxtp_1"
syn-instance-count = 13020
ys_cells = 13020
ys_sh_xor_pct = 7.601
syn_area_um2 = 93410
async_flop_share_pct = 0
yosys.area.top_type = "fa_1"
ys_sh_adder_pct = 23.16
ys_warn_count = 6
aoi_share_pct = 30.02
yosys.area_share.simple_pct = 19.84
syn_avg_cell_area_um2 = 7.174
numSynthFlops = 213
yosysSeqAreaShare_pct = 6.847
logic_family = "AND-OR/OR-AND gates"

[drt]
top_layer = "met5"
wl_met1_mm = 261.7
finalWirelength_mm = 714.7
num_vias = 113800
drtIter0Drc = 14310
wl_met2_mm = 282.0
drt-vias-per-instance = 6.466
drtPass1Iterations = 10
drc = 0
wl_met3_mm = 94.53
ant_nets = 0
wire_per_inst_um = 40.60

[setup_path]
r2r_end = "hilo[106]"
cp.depth = 19
path_delay_family = "AND-OR/OR-AND gates"
r2r_cells = 58
cp.arrival_ns = 22.08
max_stage_delay_ns = 0.78
end_kind = "primary output"
required_ns = 54.96
r2r_slack_ns = 48.94
cp_cell_sequence = "clkdlybuf4s50_1, buf_4, inv_1, ha_1, or2_2, nor4_4, nor3b_1, a211oi_1, o31ai_1, a221oi_2, o31ai_2, a21boi_1, o21ba_2, o221ai_2, nor3_1, o32ai_1, buf_4, o21ai_0, clkdlybuf4s50_1"
start_kind = "input pin"
cp_max_fo = 13
cp.buffers_inverters = 5
critPathSlowestCell = "o31ai_1"
timing.rr.start = "state[2]"
crit_type = "input pin to primary output"

[timing]
maxSlewViolCount = 0
hold_viol_final = 0
skew_ns = 0.05985
finalCriticalPeriod_ns = 35.82
max_slew.worst_pin.slew_ns = 1.248
max_freq_ghz = 0.02792
fin_crit_sh_pct = 52.14
rsz0062_at_grt = "false"
setup_viol = 0
maxSlewHeadroom_pct = 14.39
setup_tns_ns = 0

[global_routing]
grt_first_pass_wirelength_mm = 942.3
grt_overflow = 0
grt_pass1_vias = 104800
grt_usage_pct = 45.61
grt_max_degree = 113
antenna_found_initial = 157

[worst_hold_path]
hold_end = "ctr[0]"
hold_path_depth = 1
hp-start = "ctr[0]"
hp-class = "flop to flop"

[placed_design]
gp_congestion = 1.164
portBuffers = 418
dp_hpwl_mm = 579.8

[outcome]
status = "finished clean"

[cells_and_area]
area_growth_pct = 14.15
drive_above_1_share_pct = 8.423

[job]
tool_warnings = 233
drv_cap = 0
## layer usage
| layer | vias up | track usage [%] |
|---|---|---|
| met5 | - | 1.662 |
| met4 | 70 | 39.51 |
| met3 | 2363 | 20.66 |
| met2 | 8359 | 60.64 |
| met1 | 55370 | 55.42 |
| li1 | 47660 | - |
## kinds of logic after synthesis
family,count (synthesis)
adders and majority gates,1385
and+or+nand+nor,4018
muxes,356
AOI/OAI and AO/OA,4363
DFF,213
xor gates and xnor gates,809
buffers and inverters,1876
## how the worst max path moves through the flow
stage | startpoint | endpoint | slack [ns]
CTS | exr1[11] | exalur[0] | 33.57
global route | exr1[11] | exalur[0] | 33.22
finish | exr1[11] | exalur[0] | 32.88
## worst register-to-register path, delay by kind of cell (launching register included)
kind                       cells  cell delay, ns
AOI/OAI and AO/OA             19            6.91
xor gates and xnor gates       2            0.48
adders and majority gates      9            4.28
buffers and inverters         10            1.90
DFF                            1            0.68
and+or+nand+nor               18            5.26
## flip-flops by register name, indices dropped and copies added (netlist names)
signal	count
ctr	6
d1sign	1
div	64
hilo	128
d0sign	1
state	5
src0	8
## cell usage in the layout (no fill, tap or decap), drive strengths merged, types with 69 or more instances in the layout
cell type      count
a21oi           1381
nand2           1329
nor2            1197
inv              980
o21ai            855
ha               812
buf              759
fa               573
xnor2            539
clkdlybuf4s50    405
a21o             362
xor2             270
nor3             240
nand3            225
edfxtp           213
mux2i            213
nor2b            207
nand4            173
o22ai            166
o21bai           164
and2             157
a221oi           154
o211ai           151
a31oi            145
diode            139
a211oi           128
nor4             101
a22oi            100
o21a              96
o31ai             91
and3              90
nand2b            85
a222oi            84
or3               84
o221ai            75
mux4              74
mux2              69
## through the flow
step	util, %	hold WS [ns]	instance area, um2	std cells	worst slack, ns
after global routing	34.37	0.6177	106300	17480	33.22
final	34.47	0.6050	106600	17600	32.88
after detailed placement	34.05	0.5917	105300	17410	33.60
after floorplan	-	0.5627	93410	13020	36.37
after global placement	34.05	0.5838	105300	17410	33.58
after CTS	34.36	0.6003	106300	17470	33.57
## area by class of cell
class,count,area [um2]
clock inverter,20,224.0
clock buffer,31,711.9
tap,4120,5155
fill,33600,202700
multi-input combinational,10930,80280
antenna,139,347.8
inverter,986,3707
sequential,213,6396
timing repair buffer,1164,9807
