==> flow/run.sh <==
#!/bin/bash
# OpenROAD 26Q1-2900-gdf79404cd8, Yosys 0.63+post, stock flow scripts
make -C /OpenROAD-flow-scripts/flow DESIGN_CONFIG=/design/flow/config.mk WORK_HOME=/design/flow/orfs finish
==> flow/config.mk <==
export PLATFORM = sky130hd
export DESIGN_NAME = jtlb
export DESIGN_NICKNAME = jtlb
export VERILOG_FILES = /design/flow/design.v
export SDC_FILE = /design/flow/constraint.sdc
export NUM_CORES = 4
export LEC_CHECK = 1
export CORE_UTILIZATION = 50
export SYNTH_MEMORY_MAX_BITS = 65536
==> flow/design.v <==
`timescale 1 ns / 1 ps
`default_nettype none
module jtlb(
	input wire clk,
	input wire phi1,
	input wire phi2,
	input wire [63:0] jtlbva,
	input wire jtlbreq,
	input wire jtlbwr,
	output reg [31:0] jtlbpa,
	output reg jtlbcache,
	output reg jtlbmiss,
	output reg jtlbade,
	output reg jtlbinval,
	output reg jtlbmod,
	input wire tlbr,
	input wire tlbwi,
	input wire tlbwr,
	input wire tlbp,
	input wire [31:0] cp0status,
	input wire [63:0] cp0entryhi,
	input wire [63:0] cp0entrylo0,
	input wire [63:0] cp0entrylo1,
	input wire [31:0] cp0pagemask,
	input wire [31:0] cp0index,
	input wire [4:0] cp0random,
	output reg cp0jtlbshut,
	output wire cp0setentryhi,
	output wire [63:0] cp0entryhi_,
	output wire [63:0] cp0entrylo0_,
	output wire [63:0] cp0entrylo1_,
	output wire [31:0] cp0pagemask_,
	output wire [31:0] cp0index_,
	input wire [1:0] mode,
	input wire mode64
);
localparam
DECINVALID = 0,
DECREGRS = 1,
DECREGRT = 2,
DECREGFS = 3,
DECREGFT = 4,
DECZIMM = 5,
DECSIMM = 6,
DECALU = 7,  
DECSETRD = 12,
DECSETRT = 13,
DECMEMRD = 14,
DECMEMWR = 15,
DECSIGNED = 16,
DECSHIMM = 17,  
DECSHIMM32 = 18,
DECTARGR = 19,  
DECLOAD = 25,
DECSZ = 26,  
DECDWORD = 29,
DECLLSC = 30,
DECSTORE = 31,
DECCOND = 32,  
DECBRANCH = 36,
DECLIKELY = 37,
DECLINK = 38,
DECJUMP = 39,
DECJUMPREG = 40,
DECPANIC = 41,
DECWHY = 42,  
DECSYSCALL = 47,
DECBREAK = 48,
DECSETFD = 49,
DECSETFT = 50,
DECCACHE = 51,
DECDCACHE = 52,
DECCACHEOP = 53,  
DECERET = 56,
DECTLBR = 57,
DECTLBWI = 58,
DECTLBWR = 59,
DECTLBP = 60,
DECLONGALU = 61,
DECTRAP = 62,
DECCOP = 63,
DEC64 = 64,
DECMTC0 = 65,
DECMFC0 = 66,
ALUNOP = 0,
ALUADD = 1,
ALUSUB = 2,
ALUAND = 3,
ALUOR = 4,
ALUNOR = 5,
ALUXOR = 6,
ALUSLL = 7,
ALUSRL = 8,
ALUSRA = 9,
ALUMUL = 10,
ALUDIV = 11,
ALULUI = 12,
ALUADDIMM = 13,
ALUSLT = 14,
ALUMFLO = 15,
ALUMFHI = 16,
ALUMTLO = 17,
ALUMTHI = 18,
CONDAL = 0,
CONDEQ = 1,
CONDNE = 2,
CONDGE = 3,
CONDGT = 4,
CONDLE = 5,
CONDLT = 6,
CONDGET = 7,
CONDGEUT = 8,
CONDLTT = 9,
CONDLTUT = 10,
SZWORD = 0,
SZBYTE = 1,
SZHALF = 2,
SZLEFT = 3,
SZRIGHT = 4,
SZDWORD = 8,
SZDLEFT = 11,
SZDRIGHT = 12,
WHYINTR = 5'h0,
WHYTLBM = 5'h1,
WHYTLBL = 5'h2,
WHYTLBS = 5'h3,
WHYADEL = 5'h4,
WHYADES = 5'h5,
WHYIBE = 5'h6,
WHYDBE = 5'h7,
WHYSYSC = 5'h8,
WHYBRPT = 5'h9,
WHYRSVD = 5'h10,
WHYCPU = 5'h11,
WHYOVFL = 5'h12,
WHYTRAP = 5'h13,
WHYFPE = 5'h15,
WHYWAT = 5'h23,
WHYRST = 5'h31,
WHYNMI = 5'h30,
WHYIADE = 5'h29,
WHYITLB = 5'h28,
IE = 0,
EXL = 1,
ERL = 2,
KSU = 3,
UX = 5,
SX = 6,
KX = 7,
IM = 8,
SR = 20,
TS = 21,
BEV = 22,
RE = 25,
FR = 26,
RP = 27,
CU = 28,
KERN = 0,
SUPR = 1,
USER = 2,
IP = 8,
BD = 31,
K0 = 0,
BE = 15,
EP = 24
;
	localparam MASK = 205;
	localparam REG = 190;
	localparam VPN = 141;
	localparam GLOBAL = 140;
	localparam ASID = 128;
	localparam PFN = 6;
	localparam CACHE = 3;
	localparam DIRTY = 2;
	localparam VALID = 1;
	reg [255:0] tlbent[0:31];
	reg [31:0] tlbhit;
	reg [255:0] hitent;
	reg [4:0] hit;
	reg mapped, unmapped, cached, compat;
	wire [7:0] asid = cp0entryhi[7:0];
	wire [63:0] va = tlbp ? cp0entryhi : jtlbva;
	integer i;
	always @(*)
		for(i = 0; i < 32; i = i + 1)
			tlbhit[i] = ((tlbent[i][VPN+26:VPN] ^ va[39:13]) & {{8{mode64}}, 7'h7f, ~tlbent[i][MASK+11:MASK]}) == 0 &&
				(!mode64 || jtlbva[63:62] == tlbent[i][REG+1:REG]) &&
				(tlbent[i][GLOBAL] || tlbent[i][ASID+7:ASID] == asid);
	always @(*) begin
		hit = 5'bx;
		for(i = 31; i >= 0; i = i - 1)
			if(tlbhit[i])
				hit = i[4:0];
		if(tlbr)
			hit = cp0index[4:0];
		hitent = tlbent[hit];
	end
	assign cp0index_ = {tlbhit == 0, 26'd0, hit};
	assign cp0pagemask_ = hitent[223:192];
	assign cp0entryhi_ = hitent[191:128];
	assign cp0entrylo1_ = hitent[127:64];
	assign cp0entrylo0_ = hitent[63:0];
	assign cp0setentryhi = tlbr || jtlbmiss || jtlbinval || jtlbmod;
	wire [12:0] mask = {hitent[MASK+11:MASK], 1'b0};
	wire [19:0] pfnmask = {8'h0, hitent[MASK+11:MASK]};
	wire half = (mask & ~(mask - 1) & jtlbva[24:12]) != 0;
	wire [63:0] entry = half ? hitent[127:64] : hitent[63:0];
	always @(*)
		if(jtlbreq) begin
			mapped = 0;
			unmapped = 0;
			cached = 0;
			compat = 1;
			case({mode, mode64})
			3'b100: mapped = jtlbva[63:31] == 0;
			3'b101: mapped = jtlbva[63:39] == 0;
			3'b010: mapped = jtlbva[63:31] == 0 || jtlbva[63:29] == 35'h7fffffffe;
			3'b011: mapped = jtlbva[63:39] == 0 || jtlbva[63:40] == 24'h400000 || jtlbva[63:29] == 35'h7fffffffe;
			3'b000: begin
				mapped = jtlbva[63:31] == 0 || ~jtlbva[63:30] == 0;
				unmapped = !mapped;
				cached = !jtlbva[29];
			end
			3'b001:
				casez(jtlbva)
				64'h00000000_zzzzzzzz, 64'h40000000_zzzzzzzz, 64'hc0000000_zzzzzzzz, {32'hffffffff, 4'b11zz, 28'bz}:
					mapped = 1;
				{1'b1, 63'bz}: begin
					unmapped = 1;
					compat = 0;
					cached = jtlbva[61:59] != 2;
				end
				{32'hffffffff, 4'b10zz, 28'bz}: begin
					unmapped = 1;
					cached = !jtlbva[29];
				end
				endcase
			default: jtlbade = 1;
			endcase
		end
	always @(*) begin
		jtlbcache = 0;
		jtlbmiss = 0;
		jtlbade = 0;
		jtlbmod = 0;
		jtlbinval = 0;
		cp0jtlbshut = 0;
		jtlbpa = 32'hx;
		if(jtlbreq) begin
			if(unmapped) begin
				jtlbpa = jtlbva[31:0];
				if(compat)
					jtlbpa[31:29] = 0;
				jtlbcache = cached;
			end else if(mapped)
				if(tlbhit == 0 || cp0status[TS])
					jtlbmiss = 1;
				else if((tlbhit & tlbhit - 1) != 0) begin
					jtlbmiss = 1;
					cp0jtlbshut = 1;
				end else begin
					jtlbpa = {entry[PFN+19:PFN] & ~pfnmask | jtlbva[31:12] & pfnmask, jtlbva[11:0]};
					jtlbinval = !entry[VALID];
					jtlbmod = !entry[DIRTY] && jtlbwr;
					jtlbcache = entry[CACHE+2:CACHE] != 2;
				end
			else
				jtlbade = 1;
		end
	end
	wire [4:0] wrtarg = tlbwr ? cp0random : cp0index[4:0];
	always @(posedge clk)
		if(phi2)
			if(tlbwr || tlbwi)
				tlbent[wrtarg] <= {39'd0, cp0pagemask[24:13], 13'd0,
					cp0entryhi[63:62], 22'd0, cp0entryhi[39:13], cp0entrylo0[0] && cp0entrylo1[0], 4'd0, cp0entryhi[7:0],
					38'd0, cp0entrylo1[25:1], 39'd0, cp0entrylo0[25:0]};
	initial
		for(i = 0; i < 32; i = i + 1)
			tlbent[i] = 0;
endmodule
==> flow/constraint.sdc <==
current_design jtlb

set clk_period 380.6
set clk_io_pct 0.2

create_clock -name clk0 -period $clk_period [get_ports {clk}]

set non_clock_inputs [all_inputs -no_clocks]
set_input_delay [expr $clk_period * $clk_io_pct] -clock clk0 $non_clock_inputs
set_output_delay [expr $clk_period * $clk_io_pct] -clock clk0 [all_outputs]
==> summary.txt <==
Implementation run completed; key figures follow.

Synthesis:
- The run gives the area fraction in full adders, half adders and majority gates as 0.0205%.
- Yosys reported that registers with async set or reset make up 0%.
- The run puts the area of the synthesized netlist per yosys stat at 0.146 mm^2.
- The synthesized netlist contains 107 unique library cells.
- The run puts the number of flip-flops and latches in the synthesized netlist at 3236.
- The run puts the share of the synthesized area in the top cell type at 66.3%.
- The run puts the share of synthesized area spent on multiplexers at 4.31%.
- The run puts the cell area after technology mapping at 0.146 mm^2.
- The run puts the xor and xnor fraction of the mapped netlist area at 6.99%.
- In this run, the synthesized area fraction spent on and/or/nand/nor cells is recorded as 12.7%.
- The run puts the cell count listed in synth_stat.txt at 11250.
- Counting instances in the post-synthesis netlist gives the leading cell types as edfxtp_1, nand2_1, xor2_1.
- The run gives the post-synth tally of flip-flops with integrated enable as 3232.
- The run puts the mean instance size in the synthesized netlist at 13.0 um^2.
- In the synthesized netlist, the dominant kind of combinational cell is simple AND/OR/NAND/NOR gates.
- The run puts the number of instances in the synthesized netlist at 11250.
- edfxtp_1 is the most common cell in the netlist.
- By area the synthesized netlist is led by edfxtp_1, nand2_1, xor2_1.
- The run gives the fraction of the mapped netlist area in compound gates as 6.38%.
- Per the synthesis report, the dominant area consumer among library cells is edfxtp_1.
- The run gives the number of warning messages in the yosys log as 8.
- The commonest register cell is edfxtp_1.

CTS:
- The tree is rooted in a clkbuf_16.
- The clock H-tree reported by CTS has 5 levels.
- Buffers inserted during clock tree synthesis total 345.
- The run puts the count of instances resized after the clock tree is built at 0.
- The run puts the number of post-CTS setup repair buffers at 0.
- The run gives the buffer depth of the longest clock path as 4.
- Hold repair after CTS inserted 0 buffers.
- TritonCTS built the clock tree.
- The run puts the register clock-pin slew on the reported worst setup and hold paths at 0.06 ns.

Routing:
- After detailed routing, the average wire length per cell comes to 32.2 um.
- The run puts the total number of vias at 97464.
- The run puts the iteration count of the initial detailed-routing pass at 6.
- The script parses the final routing iteration and logs DRC violations as 0.
- Once iteration 0 of detailed routing completed, the report listed 7681 DRC markers.
- The routed design shows a via density per instance of 6.14.
- The run puts the total wire length at 511000 um.
- The run puts the number of routed nets with antenna violations at 0.

Outcome:
- The run finished with clean final reports.

Cells and area:
- The run puts the post-route core utilization at 56.9%.
- The run puts the layout overhead on the synthesized area at 13.1%.
- The run puts the post-route standard cell area excluding fillers at 0.166 mm^2.
- The layout summary lists the proportion of cells stronger than drive strength 1 as 10.0%.
- The run gives the post-layout instance count excluding filler cells as 15869.

Critical path:
- According to the timing report, the arrival time at the worst endpoint equals 88.80 ns.
- The run puts the required time at the worst-slack endpoint at 304.48 ns.
- The run gives the maximum fanout encountered on the critical timing path as 85.
- The critical path starts at tlbp.
- The run gives the critical setup path kind as primary input to output pin.
- The run gives the launching element type of the critical path as a primary input.
- The run gives the critical path capture point type as an output pin.

Flow run:
- The tool flagged a number of max-cap violations equal to 0.
- Across all stage logs, warnings added up to 223.

Final timing:
- The run gives the number of unconstrained endpoints as 4.
- The run gives the slew of the pin with the lowest slew margin as 1.32 ns.
- Summed over all failing endpoints, the final setup total negative slack is 0 ns.
- In this run the tightest slew margin relative to its limit is 11.2%.
- Setup repair after global routing left no endpoint under its margin.
- The most critical hold endpoint after final layout shows a slack of 75.62 ns.
- The run gives the final clock period utilization by the worst path as 43.3%.
- The run gives the final count of negative-setup-slack endpoints as 0.
- The run gives the fmax as 6.06 MHz.
- The routed design could run at a clock period as short as 164.92 ns.
- The run puts the total count of hold-check failures in the final report at 0.
- The run gives the final tally of max-slew violations as 0.
- The timer found 4 register pins that no clock reaches; their paths are not timed.

Pwr:
- Per the power-grid run, VDD falls by no more than 0.00372 mV.
- The run puts the total power divided by cell area at 4.89 mW/mm^2.
- The run gives the leakage power total as 57.3 nW.

GRT:
- The number of global-route vias before repair is 100005.
- The run puts the total routing usage reported by global routing at 38.2%.
- The run puts the initial antenna violation count at 36.
- The run puts the total overflow reported by the global router at 0.
- The run gives the first-pass GRT wire length as 718000 um.
- Entering global routing, the biggest net connects 128 pins.

Die:
- The run puts the effective utilization at floorplan at 50.3%.
- Per the OpenROAD floorplan log, the width of the die is 543 um.
- The run puts the overall die height at 543 um.
- The floorplan has 198 rows.
- The run puts the number of primary I/O pins at 664.
- In this run the standard cell core region covers 0.291 mm^2.
- According to the floorplan report, the total die area is 0.295 mm^2.

Hold path:
- The run gives the startpoint of the lowest-slack hold path as cp0entryhi[15].
- The run gives the type of the worst min-delay path as primary input to flip-flop.
- The run gives the number of cells on the worst hold path as 1.

Place:
- The run gives the number of port buffers as 307.
- Detailed placement ended at an HPWL of 321000 um.
- The run puts the instance area at placement at 0.155 mm^2.
- Per the placement report, the placed cell count is 15193.
- The run puts the routability congestion estimate from global placement at 1.02.
[report_power, final]
part           switching [mW]  total [mW]  leakage [nW]  internal, mW
Clock                   0.140       0.327          5.28         0.186
Combinational          0.0586      0.0856          22.9        0.0270
Sequential            0.00156       0.397          29.1         0.396
[per-stage QoR]
step                power, mW  setup WS (ns)
finish                  0.810         215.68
global route            0.831         215.64
CTS                     0.812         216.03
detailed placement      0.489         216.09
global placement        0.488         216.10
floorplan               0.448         222.80
[path summary, 6_finish.rpt]
path | slack, ns | to
setup / recovery | 215.68 | jtlbpa[13]
hold / removal | 75.62 | tlbent[23][143]
[flip-flops by register name (all words and copies together) (netlist names)]
| signal | cells |
|---|---|
| compat | 1 |
| mapped | 1 |
| tlbent | 3232 |
| cached | 1 |
| unmapped | 1 |
[logic make-up after synthesis]
| logic type | Yosys count |
|---|---|
| compound gates | 1203 |
| flops | 3232 |
| mux | 510 |
| latches | 4 |
| xor+xnor | 1169 |
| other cells | 2 |
| simple gates | 4191 |
| buf+inv | 936 |
| fa+ha+maj | 3 |
[final cells by class]
cell class | count | area, um^2
diodes | 50 | 125
multi-input cells | 7226 | 45600
well taps | 3900 | 4880
clock inverters | 213 | 1930
repair buffers | 797 | 6860
clock buffers | 413 | 8910
fillers | 22451 | 126000
flip-flops and latches | 3236 | 97100
inverters | 34 | 160
[cells in the final DEF, fill, tap and decap left out, drive strengths merged, types with 77 or more instances in the layout]
master | synthesis | routed
a21oi | 127 | 127
a311oi | 396 | 396
and3 | 234 | 234
buf | 612 | 509
clkbuf | 290 | 413
clkdlybuf4s50 | 0 | 288
clkinv | 1 | 162
conb | 2 | 150
edfxtp | 3232 | 3232
mux2i | 422 | 422
mux4 | 79 | 79
nand2 | 2424 | 2424
nand3 | 996 | 996
nand4 | 77 | 77
nor2 | 144 | 144
nor3 | 103 | 103
nor4 | 113 | 113
o22ai | 180 | 180
xnor2 | 163 | 163
xor2 | 1006 | 1006
[metal layers]
layer  wire (um)  part of all wire, %  vias to the layer above  track usage, %
li1            -                    -                    42537               -
met4       32800                  6.4                       42            18.3
met2      221000                   43                     6425            51.0
met3       89400                   17                     1014            27.3
met5        1200                 0.24                        -            3.47
met1      167000                   33                    47446            48.4
[worst max-delay path, stage by stage]
cell and delay (ns):
buf_4 0.25, buf_4 0.51, buf_4 0.54, mux2i_4 0.34, buf_4 0.41, buf_4 0.45
xor2_1 0.20, o22ai_1 0.14, nor4_1 0.75, o2111a_1 0.53, a21oi_1 0.09, o2111ai_1 0.39
a21o_1 0.53, nor3_4 0.11, buf_4 0.36, inv_8 0.49, buf_4 0.65, buf_4 0.64
mux2_2 0.40, a22o_1 0.30, a311oi_1 0.92, or4_1 0.64, inv_1 0.16, nor4_1 0.61
o311a_2 0.74, nor3_1 0.11, o31ai_1 0.46, clkdlybuf4s50_1 0.54
Power is estimated from default activity; no workload was simulated.
